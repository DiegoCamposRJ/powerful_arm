===== flow/config.mk =====
export PLATFORM = sky130hd
export DESIGN_NAME = matrix_mult
export DESIGN_NICKNAME = matrix_mult
export VERILOG_FILES = /design/flow/design.v
export SDC_FILE = /design/flow/constraint.sdc
export NUM_CORES = 4
export LEC_CHECK = 1
export CORE_AREA = 10 10 72 72
export DIE_AREA = 0 0 82 82

===== flow/constraint.sdc =====
current_design matrix_mult

set clk_period 2.3
set clk_io_pct 0.2

create_clock -name clk0 -period $clk_period [get_ports {clk}]

set non_clock_inputs [all_inputs -no_clocks]
set_input_delay [expr $clk_period * $clk_io_pct] -clock clk0 $non_clock_inputs
set_output_delay [expr $clk_period * $clk_io_pct] -clock clk0 [all_outputs]

===== flow/run.sh =====
#!/bin/bash
# OpenROAD 26Q1-2900-gdf79404cd8, Yosys 0.63+post, stock flow scripts
make -C /OpenROAD-flow-scripts/flow DESIGN_CONFIG=/design/flow/config.mk WORK_HOME=/design/flow/orfs finish

===== flow/design.v =====
module matrix_mult(
    input  logic        clk,
    input  logic        reset_n,     
    input  logic        rx_dv,       
    input  logic [7:0]  rx_byte,
    output logic        tx_dv,       
    output logic [7:0]  tx_byte,
    input  logic        tx_done,     
    input  logic        tx_active,   
    output logic [2:0]  debug        
);
    typedef enum logic [2:0] {
        S_IDLE,
        S_RECV_A,
        S_RECV_B,
        S_COMPUTE,
        S_SEND
    } state_t;
    state_t state, next_state;
    logic [7:0] A [0:1][0:1];
    logic [7:0] B [0:1][0:1];
    logic [7:0] R [0:1][0:1];
    logic [1:0] recv_count;  
    logic [1:0] send_count;  
    logic prev_tx_done;
    logic tx_done_rising;
    logic tx_dv_reg;
    logic [15:0] tmp00, tmp01, tmp10, tmp11;
    always_comb begin
        next_state = state;
        case (state)
            S_IDLE: if (rx_dv) next_state = S_RECV_A;
            S_RECV_A: if (recv_count == 2'd3 && rx_dv) next_state = S_RECV_B;
            S_RECV_B: if (recv_count == 2'd3 && rx_dv) next_state = S_COMPUTE;
            S_COMPUTE: next_state = S_SEND;
            S_SEND: if (send_count == 2'd4 && !tx_active) next_state = S_IDLE;  
        endcase
    end
    always_ff @(posedge clk or negedge reset_n) begin
        if (!reset_n) begin
            state <= S_IDLE;
            recv_count <= 2'd0;
            send_count <= 2'd0;
            tx_dv_reg <= 1'b0;
            prev_tx_done <= 1'b0;
            tx_byte <= 8'd0;
            A[0][0] <= 8'd0; A[0][1] <= 8'd0; A[1][0] <= 8'd0; A[1][1] <= 8'd0;
            B[0][0] <= 8'd0; B[0][1] <= 8'd0; B[1][0] <= 8'd0; B[1][1] <= 8'd0;
            R[0][0] <= 8'd0; R[0][1] <= 8'd0; R[1][0] <= 8'd0; R[1][1] <= 8'd0;
            tmp00 <= 16'd0; tmp01 <= 16'd0; tmp10 <= 16'd0; tmp11 <= 16'd0;
            debug <= 3'd0;
        end else begin
            prev_tx_done <= tx_done;
            tx_done_rising <= (tx_done && !prev_tx_done);
            tx_dv_reg <= 1'b0;
            state <= next_state;
            case (state)
                S_IDLE: begin
                    recv_count <= 2'd0;
                    send_count <= 2'd0;
                    debug <= 3'd0;
                end
                S_RECV_A: begin
                    debug <= 3'd1;
                    if (rx_dv) begin
                        unique case (recv_count)
                            2'd0: A[0][0] <= rx_byte;
                            2'd1: A[0][1] <= rx_byte;
                            2'd2: A[1][0] <= rx_byte;
                            2'd3: A[1][1] <= rx_byte;
                        endcase
                        if (recv_count != 2'd3) recv_count <= recv_count + 1'b1;
                        else recv_count <= 2'd0;  
                    end
                end
                S_RECV_B: begin
                    debug <= 3'd2;
                    if (rx_dv) begin
                        unique case (recv_count)
                            2'd0: B[0][0] <= rx_byte;
                            2'd1: B[0][1] <= rx_byte;
                            2'd2: B[1][0] <= rx_byte;
                            2'd3: B[1][1] <= rx_byte;
                        endcase
                        if (recv_count != 2'd3) recv_count <= recv_count + 1'b1;
                        else recv_count <= 2'd0;
                    end
                end
                S_COMPUTE: begin
                    debug <= 3'd3;
                    tmp00 <= (A[0][0] * B[0][0]) + (A[0][1] * B[1][0]);
                    tmp01 <= (A[0][0] * B[0][1]) + (A[0][1] * B[1][1]);
                    tmp10 <= (A[1][0] * B[0][0]) + (A[1][1] * B[1][0]);
                    tmp11 <= (A[1][0] * B[0][1]) + (A[1][1] * B[1][1]);
                    R[0][0] <= tmp00[7:0];
                    R[0][1] <= tmp01[7:0];
                    R[1][0] <= tmp10[7:0];
                    R[1][1] <= tmp11[7:0];
                    send_count <= 2'd0;
                end
                S_SEND: begin
                    debug <= 3'd4;
                    if (send_count < 2'd4) begin
                        if (!tx_active && !tx_dv_reg) begin
                            unique case (send_count)
                                2'd0: tx_byte <= R[0][0];
                                2'd1: tx_byte <= R[0][1];
                                2'd2: tx_byte <= R[1][0];
                                2'd3: tx_byte <= R[1][1];
                            endcase
                            tx_dv_reg <= 1'b1;
                        end
                        if (tx_done_rising) begin
                            send_count <= send_count + 1'b1;
                        end
                    end
                end
                default: ;
            endcase
        end
    end
    assign tx_dv = tx_dv_reg;
endmodule

==> run_results.csv <==
group,metric,value,unit
run_status,status,"completed",
cells_and_area,synthToLayoutAreaGrowth,28.0,%
worst_setup_path,reg2reg_from,"recv_count[0]",
power,vdd_drop_max,0.398,mV
die,io_pins,25,
timing,slew_violations,0,
worst_setup_path,crit_start,"debug[2]",
timing,setup_tns,0,ns
drt,ant_nets,0,
placed_design,placedCellCount,99,
worst_setup_path,crit_path_cell_trace,"clkdlybuf4s50_1",
worst_setup_path,reg2regPathDepth,3,
yosys,synth_seq_share,51.1,%
placed_design,dpl.hpwl,759,um
drt,vias_per_cell,3.19,
yosys,syn_area,492,sq um
worst_setup_path,crit_fanout,2,
clock_tree,cts_hold_buf,0,
cells_and_area,fin_cells,103,
yosys,ys_types,21,
clock_tree,cts_tree,"done",
clock_tree,clock_sinks,10,
clock_tree,cts_root_buffer,"clkbuf_8",
cells_and_area,layout-drive-gt1-share,16.4,%
drt,via_count,329,
worst_setup_path,critical_path_buf_inv_count,1,
job,warnings,34,
power,p_total,0.000737,W
worst_setup_path,critical_path_class,"flip-flop to primary output",
worst_setup_path,arrival,1.05,ns
yosys,ys_warn_count,6,
cells_and_area,final_cell_area,629,sq um
global_routing,grt_pass1_vias,354,
die,die_w,82,um
cells_and_area,fillerInstances,419,
placed_design,finalWeightedCongestion,0.750,
die,core,3690,sq um
worst_setup_path,cp-start-kind,"flip-flop",
worst_setup_path,critical_path_required,1.84,ns
timing,fin_worst_skew,0.00182,ns
timing,worst_slack,0.794,ns
worst_setup_path,crit_slowest_cell,"clkdlybuf4s50_1",
worst_setup_path,crit_path_end_kind,"primary output",
placed_design,port_buffers,6,
worst_setup_path,endpoint,"debug[2]",
drt,routed_wl,970,um
drt,routedWlPerCell,9.42,um
global_routing,antenna_found_initial,0,
drt,drt-initial-drc-count,22,
worst_setup_path,crit_family,"buffers and inverters",
worst_setup_path,slowest_delay,0.47,ns
die,rows,22,
drt,num_antenna_cells,0,
clock_tree,worstSkewPairLatency,0.23,ns
clock_tree,clk_pin_slew,0.05,ns
timing,finalHoldViolCount,0,
global_routing,overflow,0,
die,chipArea,6720,sq um
timing,rsz0062_at_grt,"no",
placed_design,place_area,574,sq um
global_routing,grt_pass1_wl,1620,um
timing,fin_crit_sh,65.5,%
power,leakagePower,0.290,nW
drt,drt-pass1-iter-count,4,
timing,setup-violations-final,0,
clock_tree,htree_levels,1,
die,fp_util,13.3,%
yosys,synth_stat.cells,46,
drt,drc,0,
cells_and_area,lay_top_cells,"dfrtp_1 (9), conb_1 (9), clkdlybuf4s50_1 (6)",
clock_tree,cts-buffers-inserted,3,
clock_tree,postCtsSetupBuffers,0,
die,die_y,82,um
yosys,avgSynthCellArea,10.7,sq um
min_path,hold_class,"flip-flop to flip-flop",
timing,period_needed,1.51,ns
yosys,ys_chip_area,492,sq um
global_routing,grt.total_usage,3.04,%
clock_tree,cts_resized,0,
power,p_per_area,1170,nW/um^2
worst_setup_path,crit_cells,1,
global_routing,grt_max_degree,11,
yosys,syn-instance-count,46,
timing,fmax,664,MHz
worst_setup_path,rrSetupSlack,1.12,ns
job,cap_violations,0,
clock_tree,clockBufferDepth,2,
yosys,ys.flops,10,
placed_design,dp_slack,0.709,ns
-- metal layers --
| metal | track usage (%) | part of all wire (%) | up-vias | wire (um) |
|---|---|---|---|---|
| met5 | 0 | 0 | - | 0 |
| met4 | 0.170 | 0 | 0 | 0 |
| met3 | 2.42 | 9.9 | 0 | 96 |
| met2 | 4.23 | 42 | 10 | 407 |
| met1 | 3.79 | 48 | 163 | 466 |
| li1 | - | - | 156 | - |
-- Yosys cell counts --
master   n  area share, %
a21o_1   1            1.5
a21oi_1  1            1.0
and3_2   1            1.5
buf_4    9             14
conb_1   1           0.76
dfrtp_1  9             46
dfstp_2  1            5.3
ha_1     1            2.5
inv_1    3            2.3
mux2_4   1            3.1
mux2i_1  1            2.0
nand2_1  2            1.5
nand2_2  1            1.3
nand3_1  3            3.1
nor2_1   2            1.5
nor3b_2  1            2.5
nor4b_1  2            3.6
o21ai_0  2            2.0
o21ai_1  1            1.0
o22ai_1  1            1.3
or3_1    2            2.5
-- worst min-delay path by stage --
| stage | start | to | slack, ns | cells after the start |
|---|---|---|---|---|
| finish | state[4] | state[1] | 0.51 | 1 |
| CTS | state[4] | state[1] | 0.51 | 1 |
| global route | state[4] | state[1] | 0.54 | 1 |
-- cell type report --
| cell class | count | area, sq um | share of cell area, % |
|---|---|---|---|
| inverters | 3 | 11.3 | 1.79 |
| well taps | 48 | 60.1 | 9.54 |
| flip-flops and latches | 10 | 251 | 40.0 |
| multi-input cells | 32 | 191 | 30.4 |
| repair buffers | 6 | 60.1 | 9.54 |
| clock buffers | 4 | 55.1 | 8.75 |
-- per-stage QoR --
stage               util [%]  hold slack, ns
global route            17.1           0.539
CTS                     17.1           0.511
global placement        15.6           0.483
floorplan                  -           0.164
finish                  17.1           0.507
detailed placement      15.6           0.496
-- worst register-to-register path, delay by kind of cell, from the launching register on --
kind                     cells  cell delay [ns]
flip-flops                   1             0.41
multiplexers                 1             0.30
adder cells (fa/ha/maj)      1             0.27
AND/OR/NAND/NOR              1             0.10
-- kinds of logic (layout without fill, tap and decap cells) --
logic type	Yosys count	after routing	synth area share (%)
fa+ha+maj	1	1	2.54
compound gates	6	6	6.87
buf+inv	12	13	16.0
other cells	1	9	0.763
flops	10	10	51.1
mux	2	2	5.09
simple gates	14	14	17.6
-- report_power, final --
group          internal (W)  leakage [nW]  switching [W]  total, W
Sequential         0.000247         0.124      0.0000585  0.000306
Clock              0.000150        0.0288      0.0000681  0.000219
Combinational      0.000128         0.137      0.0000847  0.000213
-- state kept, by name (all words and copies together), names as in the netlist, named ones only --
name        count
state           4
recv_count      2
debug           3
No activity file was given, so power comes from the tool's default toggle rates.
